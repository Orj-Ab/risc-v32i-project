[flow/run.sh]
#!/bin/bash
# OpenROAD 26Q1-2900-gdf79404cd8, Yosys 0.63+post, stock flow scripts
make -C /OpenROAD-flow-scripts/flow DESIGN_CONFIG=/design/flow/config.mk WORK_HOME=/design/flow/orfs finish
[flow/config.mk]
export PLATFORM = sky130hd
export DESIGN_NAME = register_file
export DESIGN_NICKNAME = register_file
export VERILOG_FILES = /design/flow/design.v
export SDC_FILE = /design/flow/constraint.sdc
export NUM_CORES = 4
export LEC_CHECK = 1
export CORE_UTILIZATION = 30
[flow/constraint.sdc]
current_design register_file

set clk_period 8.7
set clk_io_pct 0.2

create_clock -name clk0 -period $clk_period [get_ports {clk}]

set non_clock_inputs [all_inputs -no_clocks]
set_input_delay [expr $clk_period * $clk_io_pct] -clock clk0 $non_clock_inputs
set_output_delay [expr $clk_period * $clk_io_pct] -clock clk0 [all_outputs]
[flow/design.v]
package yarp_pkg;
  typedef enum logic[6:0] {
    R_TYPE    = 7'h33,
    I_TYPE_0  = 7'h03,
    I_TYPE_1  = 7'h13,
    I_TYPE_2  = 7'h67,
    S_TYPE    = 7'h23,
    B_TYPE    = 7'h63,
    U_TYPE_0  = 7'h37,
    U_TYPE_1  = 7'h17,
    J_TYPE    = 7'h6F
  } riscv_op_t;
  typedef enum logic [3:0] {
    OP_ADD,
	OP_SUB,
    OP_SLL,
    OP_SRL,
    OP_SRA,
    OP_OR,
    OP_AND,
    OP_XOR,
    OP_SLTU,
    OP_SLT
  } alu_op_t;
  typedef enum logic [1:0] {
    BYTE      = 2'b00,
	HALF_WORD = 2'b01,
	WORD      = 2'b11
	} mem_access_size_t;
	typedef enum logic [3:0] {
	ADD   =  4'h0,
	SUB   =  4'h8,
	SLL   =  4'h1,
	SLT   =  4'h2,
	SLTU  =  4'h3,
	XOR   =  4'h4,
	SRL   =  4'h5,
	SRA   =  4'hd,
	OR    =  4'h6,
	AND   =  4'h7
	} r_type_t;
  typedef enum logic [3:0] {
  LB     =  4'h0,
  LH     =  4'h1,
  LW     =  4'h2,
  LBU    =  4'h4,
  LHU    =  4'h5,
  ADDI   =  4'h8,
  SLTI   =  4'ha,
  SLTIU  =  4'hb,
  XORI   =  4'hc,
  ORI     =  4'he,
  ANDI    =  4'hf,
  SLLI   =  4'h9,
  SRXI   =  4'hd
  } i_type_t;
  typedef enum logic [1:0] {
   SB = 2'h0,
   SH = 2'h1,
   SW = 2'h2
   } s_type_t;
   typedef enum logic [2:0] {
   BEQ  = 3'h0,
   BNE  = 3'h1,
   BLT  = 3'h4,
   BGE  = 3'h5,
   BLTU = 3'h6,
   BGEU = 3'h7
   } b_type_t;
   typedef enum logic [6:0] {
   AUIPC = 7'h17,
   LUI = 7'h37
   } u_type_t;
   typedef enum logic[5:0] {
    JAL = 6'h3
  } j_type_t;
  typedef struct packed {
  logic         pc_sel;
  logic         op1_sel;
  logic         op2_sel;
  logic         data_req;
  logic  [1:0]  data_byte;
  logic         data_wr;
  logic         zero_extnd;
  logic  [3:0]  alu_funct_sel;
  logic         rf_wr_en;
  logic  [1:0]  rf_wr_data_sel;
  } control_t;
 typedef enum logic[1:0] {
 ALU = 2'b00, 
 MEM = 2'b01,
 IMM = 2'b10,
 PC  = 2'b11
 } rf_wr_data_src_t;
endpackage
module register_file (
  input  logic        clk,
  input  logic        reset_n,
  input  logic        wr_en_i,
  input  logic [4:0]  rs1_addr_i,
  input  logic [4:0]  rs2_addr_i,
  input  logic [4:0]  rd_addr_i,
  input  logic [31:0] wr_data_i,
  output logic [31:0] rs1_data_o,
  output logic [31:0] rs2_data_o
  );
  logic [31:0] reg_file [0:31];
  always_ff @(posedge clk or negedge reset_n) begin
    if(!reset_n) begin
	  for (int i=0; i < 32 ; i++) begin 
	      reg_file [i] <= 32'b0;
		end
	end else if (wr_en_i && (rd_addr_i !=5'b0)) begin
        reg_file[rd_addr_i] <= wr_data_i;
	end
   end  
    always_comb begin
	   rs1_data_o = reg_file[rs1_addr_i];
	   rs2_data_o = reg_file[rs2_addr_i];
	  end
endmodule 
==> Slide: Implementation Results <==
Run Summary

Floorplan
  – Vert. Die Dim: 417 um
  – Fp util: 30.4%
  – I/O Pins: 114
  – Placeable Area: 170000 sq um
  – Die ar.: 174000 sq um
  – Row count: 151
  – Die Width: 417 um

Placed design
  – GP Congestion: 1.12
  – DP HPWL: 192 mm
  – Port Buf Inserts: 113
  – DP Area: 56600 sq um

Detailed routing
  – Drt first pass iters: 10
  – DRC: 0
  – WL final: 298 mm
  – DRT iter0 DRCs: 5943
  – Vias/cell: 6.69
  – Antenna Nets Post-Route: 0
  – Total number of vias: 45995
  – Drt wl/cell: 43.3 um

Synthesis
  – Synthesized cell area: 51700 sq um
  – Chip Area, Yosys: 51700 sq um
  – # Cells Yosys: 4389
  – Synth Instances: 4389
  – Synth Seq Share: 49.6%
  – Dominant register cell: dfrtp_1
  – Async SR Flop Fraction: 100%
  – EDFF count, synth: 0
  – Syn_area_per_cell: 11.8 sq um
  – #FFs+latches synth: 1024
  – Post-synth cell types: 70
  – Synth Warn #: 2

Cells and area
  – Area grow syn2layout: 17.2%
  – Top Layout Cells: dfrtp_1 (1024), mux2_2 (1009), a22oi_1 (700)
  – Largest regs: reg_file (1024)
  – Layout cells sized above 1: 35.5%
  – Most numerous logic cell after layout: dfrtp_1
  – Fillers: 16537
  – Design Area, Final: 60600 sq um
  – Largest Register: reg_file
  – Max reg flops: 1024

CTS
  – Total clock buffers created by CTS: 112
  – Max H-tree Level: 3
  – Clk buf depth: 3
  – Clock tree from TritonCTS: yes
  – Cts-stage hold buffer count: 0
  – Clock transition at the registers of the reported paths: 0.06 ns
  – CTS Sinks: 1024
  – Setup bufs post-CTS: 0
  – Clk latency late pin: 0.78 ns
  – CTS root buffer: clkbuf_16
  – # resized after CTS: 0

Final timing
  – Max Clock Freq: 128 MHz
  – RSZ-0062 raised after global routing: false
  – Worst slew pin tran: 1.26 ns
  – Hold Slack: 0.403 ns
  – Clock Skews: 0 ns
  – Fin crit period: 7.82 ns
  – Rel. slew slack: 15.7%
  – Final max-slew violation count: 0
  – Final Hold Violation Tally: 0
  – # setup viols final: 0
  – Period utilization: 89.9%
  – Setup TNS: 0 ns

Critical path
  – RR Startpoint: reg_file[24][15]
  – CP Max Fanout: 29
  – R2R depth: 1
  – Reg2reg end: reg_file[24][15]
  – Crit start category: input port
  – Worst Setup End Kind: output port
  – Crit Path Category: input port to output port
  – CP arrival: 6.08 ns
  – FF-to-FF setup slack: 7.75 ns
  – Worst Path Required: 6.96 ns

Global route
  – Largest net degree at the start of global routing: 126
  – GRT Overall Usage: 35.1%
  – Global-route wire length before repair: 401 mm
  – Gr ovfl total: 0
  – Vias in the first global route: 45314
  – Initial antenna violation count: 26

Min path
  – Hold path depth: 0
  – Hold path endpoint: reg_file[0][10]
  – Min-delay src: reg_file[0][10]
  – Worst min-delay path category: register to register

Power and ir drop
  – Leak: 0.0258 uW
  – Power Total: 13900 uW
  – PwrDens: 229 nW/um^2
  – Max VDD drop: 0.000167 V

Run
  – Max-cap viol count: 0
  – Tool warnings: 51

Run status
  – Status: completed
==> cells by family after synthesis <==
group | synth area share, %
flip-flops | 49.6
buffers and inverters | 3.93
AND-OR/OR-AND | 15.8
multiplexers | 23.6
AND/OR/NAND/NOR | 7.12
==> power breakdown <==
group	total (uW)	switching [uW]	leakage [uW]	internal [uW]
Clock	5150	2150	0.00192	3000
Sequential	6640	983	0.0131	5660
Combinational	2110	1050	0.0108	1060
==> metal layers <==
metal | vias up | share of wire, % | track usage (%)
met5 | - | 0.097 | 0.639
met4 | 26 | 9.9 | 25.8
met3 | 1524 | 15 | 19.7
met2 | 4019 | 40 | 46.8
met1 | 23387 | 35 | 42.2
li1 | 17039 | - | -
==> worst max-delay path: stages <==
cell,delay (ns)
buf_2,0.66
buf_4,0.58
nor2_1,0.25
nand2_2,0.53
o21ai_0,0.50
a2111oi_1,0.70
nand4_1,0.18
o32a_1,0.43
clkdlybuf4s50_1,0.44
==> through the flow <==
stage / worst slack [ns] / instances / util [%]
6_report: 0.879 / 6876 / 35.6
5_1_grt: 1.02 / 6856 / 35.6
4_1_cts: 1.19 / 6850 / 35.5
3_5_place_dp: 1.24 / 6644 / 33.3
3_3_place_gp: 1.22 / 6644 / 33.3
2_1_floorplan: 3.77 / 4389 / -
==> cell usage after synthesis, types with 6 or more instances <==
cell type / instances / area [sq um]
dfrtp_1: 1024 / 25600
mux2_2: 1009 / 11400
a22oi_1: 700 / 5260
clkbuf_1: 202 / 758
nand2_1: 195 / 732
buf_2: 184 / 921
nor2_1: 165 / 619
nand4_1: 92 / 576
a21oi_1: 75 / 375
nor3_1: 75 / 375
mux2i_1: 61 / 611
a22o_1: 55 / 482
buf_1: 45 / 169
nand3_1: 45 / 225
o21ai_0: 34 / 170
a31oi_1: 29 / 181
a221oi_1: 28 / 245
a32oi_1: 27 / 236
a222oi_1: 26 / 260
nor2_2: 25 / 156
nor4_1: 21 / 131
o22ai_1: 20 / 125
buf_4: 17 / 128
nand2b_1: 17 / 106
nor2b_1: 17 / 106
and3_1: 11 / 68.8
and4_1: 11 / 96.3
o211ai_1: 10 / 75.1
o32a_1: 10 / 100
a2111oi_0: 9 / 78.8
and2_1: 9 / 56.3
nand3b_1: 9 / 67.6
o22a_1: 9 / 78.8
or3_1: 9 / 56.3
mux2_1: 8 / 90.1
a211oi_1: 7 / 52.6
o2111ai_1: 7 / 61.3
a221o_1: 6 / 60.1
o2bb2ai_1: 6 / 52.6
==> how the worst max path moves through the flow <==
stage,from,to,slack (ns),depth (start not counted)
CTS,rs1_addr_i[4],rs1_data_o[30],1.19,9
global route,rs1_addr_i[4],rs1_data_o[30],1.02,9
finish,rs1_addr_i[4],rs1_data_o[30],0.88,9
==> cell type report <==
cell class	instances	area (sq um)	share of cell area (%)
Sequential cell	1024	25600	42.3
Multi-Input combinational cell	2909	24600	40.5
Timing Repair Buffer	411	3540	5.84
Clock buffer	156	3220	5.32
Tap cell	2295	2870	4.74
Clock inverter	50	681	1.12
Antenna cell	26	65.1	0.107
Inverter	5	18.8	0.0310
Power and IR drop assume default switching activity.
